$ cat flow/design.v
`timescale 1ns / 1ps
module RegisterFile(
    input wire clk,
    input wire rst,
    input wire WE3,
    input wire [4:0] A1,
    input wire [4:0] A2,
    input wire [4:0] A3,
    input wire [31:0] WD3,
    output wire [31:0] RD1,
    output wire [31:0] RD2
    );
    reg [31:0] RegFile[31:1];
    integer i;
    always@(negedge clk or posedge rst) 
    begin 
        if(rst)                                 for(i=1;i<32;i=i+1) RegFile[i][31:0]<=32'b0;
        else if( (WE3==1'b1) && (A3!=5'b0) )    RegFile[A3]<=WD3;   
    end
    assign RD1= (A1==5'b0)?32'b0:RegFile[A1];
    assign RD2= (A2==5'b0)?32'b0:RegFile[A2];
endmodule
$ cat flow/run.sh
#!/bin/bash
# OpenROAD 26Q1-2900-gdf79404cd8, Yosys 0.63+post, stock flow scripts
make -C /OpenROAD-flow-scripts/flow DESIGN_CONFIG=/design/flow/config.mk WORK_HOME=/design/flow/orfs finish
$ cat flow/config.mk
export PLATFORM = sky130hd
export DESIGN_NAME = RegisterFile
export DESIGN_NICKNAME = RegisterFile
export VERILOG_FILES = /design/flow/design.v
export SDC_FILE = /design/flow/constraint.sdc
export NUM_CORES = 4
export LEC_CHECK = 1
export CORE_UTILIZATION = 50
$ cat flow/constraint.sdc
current_design RegisterFile

set clk_period 10.7
set clk_io_pct 0.2

create_clock -name clk0 -period $clk_period [get_ports {clk}]

set non_clock_inputs [all_inputs -no_clocks]
set_input_delay [expr $clk_period * $clk_io_pct] -clock clk0 $non_clock_inputs
set_output_delay [expr $clk_period * $clk_io_pct] -clock clk0 [all_outputs]
==> run summary <==
Observations from the implementation run.

Worst setup path:
- The run puts the arrival time at the worst endpoint at 8300 ps.
- The worst setup path is captured at an output pin.
- The critical path maximum fanout is 3.
- The run gives the worst setup path category as register to output pin.
- STA puts the critical path data required time at 8560 ps.
- STA classifies the critical path startpoint as a register.

Pwr:
- Total power normalized to cell area comes to 187 nW/um^2.
- The power report puts the leakage power at 25.4 nW.
- The run gives the largest voltage drop on the vdd net as 0.135 mV.
- The run gives the total power draw as 11.1 mW.

Floorplanning:
- The run gives the boundary pin count as 114.
- The run puts the area of the core at 103000 sq um.
- The run puts the total die area at 106000 sq um.
- The run gives the die span in y as 325 um.
- The run gives the number of placement rows as 118.
- The run puts the die outline width at 325 um.
- The run puts the starting utilization of the core area at 0.504.

Final timing:
- Looking at the max-slew report, the worst-margin pin has a slew of 1170 ps.
- The run puts the final setup slack of the worst path at 256 ps.
- On the final layout, the worst clock skew is 0 ps.
- The run gives the smallest hold slack as 468 ps.
- The run puts the normalized max-slew margin at 0.219.
- From the final report, the count of setup violators was given as 0.
- The run puts the number of max-slew violations in the final report at 0.
- The run gives the hold violation count in the final report as 0.
- Setup repair after global routing left no endpoint under its margin.

Logic synthesis:
- The run puts the average cell area after synthesis at 11.1 sq um.
- Looking at the cell usage after synthesis, the top flip-flop cell is dfrtn_1.
- In this run, synthesis produced a sequential element count of 992.
- Yosys instantiated no cell more often than dfrtn_1.
- The run gives the synthesized instance count as 4689.
- After synthesis, the most frequently instantiated cells are 992 x dfrtn_1, 937 x mux2_2, 696 x nand3_1.
- The run puts the area of the mapped netlist at 52100 sq um.
- The synthesis report gives the async set-or-reset register share as 1.00.
- The run gives the proportion of synthesized chip area in sequential cells as 0.476.
- The run gives the library cell with the largest summed area after synthesis as dfrtn_1.
- In the post-synthesis netlist, the biggest area contributors are dfrtn_1 48%, mux2_2 20%, nand3_1 6.7%.
- The run gives the area reported by Yosys stat as 52100 sq um.
- The run puts the cell total in the yosys stat output at 4689.
- The share of synthesized area in the top cell type comes to 0.476.
- The run puts the count of flip-flops with a built-in enable after synthesis at 0.
- The run gives the number of distinct library cells after synthesis as 75.
- During synthesis, Yosys emitted a total of 2 warnings.

Clocking:
- Looking at the clock tree report, the root buffer type is clkbuf_16.
- The run puts the clock input transition at the sequential cells of the worst setup and hold paths at 50 ps.
- The run gives the maximum buffer depth of the clock tree as 3.
- The run puts the total clock buffers created by CTS at 108.
- The run puts the count of hold-fix buffers inserted at cts at 0.
- The run gives the TritonCTS clock tree as yes.
- The run puts the quantity of gates resized following cts at 0.
- The run puts the later-pin clock latency in the skew report at 660 ps.
- CTS saw 992 sinks.
- The run gives the total setup buffers inserted after CTS as 0.
- The clock H-tree reported by CTS has 3 levels.

Detailed routing:
- The run gives the routed length per instance as 44.5 um.
- The detailed router finished its first iteration with 7027 violations.
- The run gives the total wirelength of the detailed-routed design as 273000 um.
- Per the detail_route report, DRC violations left total 0.
- The run puts the routed via count divided by cell count at 7.83.
- The run gives the via total after detailed routing as 48000.
- The count of nets left with antenna violations once routing finished came out at 0.
- In the log, the iteration count for the first detailed-route pass is 24.

Layout:
- The run puts the flip-flop count of the largest register after layout at 992.
- Counting flops per register, the top entry is RegFile.
- The registers reported with the highest flop counts are RegFile: 992 flops.
- The layout has 8740 filler cells.
- The run puts the final core utilization at 0.573.
- Of the cells placed in the final design, the portion with a size suffix greater than 1 is 0.317.
- The run gives the signed area change from the synthesized netlist to the final layout as 13.7%.
- The run puts the area of all placed cells without fillers at 59200 sq um.

Global route:
- The run puts the via count of the first global-routing pass at 46100.
- Across every metal layer, demand over resource in global routing totals 0.541.
- After global routing the overflow that remains totals 0.
- The initial antenna violation count is 27.
- The run gives the maximum number of pins on one net before global-route repair as 101.
- The first global-routing pass estimated 376000 um of wire.

Place:
- The run gives the pre-CTS setup slack as 617 ps.
- RePlAce ended its routability-driven mode at a weighted congestion of 1.03.
- The run gives the count of buffers from port buffering as 113.
- The run gives the half-perimeter wire length of the detailed placement result as 158000 um.
- Summing all placed instances gives a cell area of 55200 sq um.

Hold path:
- The run gives the worst hold path class as register to register.

Outcome:
- The flow ran to the end, and the final reports show no timing, DRC or antenna violations.

Flow run:
- The run gives the number of max-capacitance violations reported as 0.
- The run gives the count of warning messages emitted by the tools as 31.
-- final timing paths --
| check | start | endpoint | slack [ps] | cells after the start |
|---|---|---|---|---|
| setup / recovery | RegFile[9][12] | RD2[12] | 260 | 5 |
| hold / removal | RegFile[18][2] | RegFile[18][2] | 470 | 1 |
| min in group asynchronous | rst | RegFile[31][8] | 7190 | 2 |
| setup reg to reg | RegFile[3][15] | RegFile[3][15] | 9820 | 1 |
| hold reg to reg | RegFile[18][2] | RegFile[18][2] | 470 | 1 |
| max in group asynchronous | rst | RegFile[14][0] | 2310 | 4 |
-- power breakdown --
part           internal (mW)  leakage [nW]  switching [mW]
registers               4.55          12.7           0.686
logic                  0.797          10.7           0.828
clock network           2.54          1.93            1.67
total                   7.89          25.4            3.18
-- worst max-delay path, stage by stage, from the launching register on --
cell	delay, ps
dfrtn_1	380
and3_1	190
a2111oi_0	720
nand4_1	210
o31a_1	370
clkdlybuf4s50_1	420
-- cells by family (layout without fill, tap and decap cells) --
group                  after synthesis  count (layout)  share of synthesized area
and+or+nand+nor                   1460            1460                      0.161
DFF                                992             992                      0.476
muxes                              991             991                      0.214
AOI/OAI and AO/OA                  702             702                      0.102
buffers and inverters              544             579                     0.0463
other                                0              27                          0
-- metal layers --
layer / GRT usage / vias up / share of wire
met5: 0.0181 / - / 0.0015
met4: 0.360 / 30 / 0.091
met3: 0.354 / 1532 / 0.18
met2: 0.684 / 4538 / 0.39
met1: 0.681 / 24000 / 0.34
li1: - / 17900 / -
-- through the flow --
stage / instances / setup TNS, ps
floorplan: 4689 / -9998090
global placement: 5903 / 0
detailed placement: 5903 / 0
CTS: 6104 / 0
global route: 6109 / 0
finish: 6131 / 0
-- placed cells by master, fill, tap and decap left out, drive strengths merged, types with 36 or more instances in the layout --
| cell | Yosys | final |
|---|---|---|
| a21oi | 81 | 81 |
| nand2 | 62 | 62 |
| a2111oi | 56 | 56 |
| a31oi | 61 | 61 |
| a22oi | 348 | 348 |
| a222oi | 46 | 46 |
| nand3 | 698 | 698 |
| clkdlybuf4s50 | 0 | 103 |
| and4 | 49 | 49 |
| buf | 285 | 261 |
| clkbuf | 245 | 148 |
| nor2 | 41 | 41 |
| dfrtn | 992 | 992 |
| and3 | 212 | 212 |
| nand4 | 206 | 206 |
| nor4 | 49 | 49 |
| mux2 | 987 | 987 |
| and2 | 36 | 36 |
-- cell type report --
| class | instances | area (sq um) | area share |
|---|---|---|---|
| multi-input combinational | 3153 | 25300 | 0.426 |
| timing repair buffer | 364 | 3380 | 0.0571 |
| inverter | 14 | 56.3 | 0.000950 |
| sequential | 992 | 24800 | 0.419 |
| clock inverter | 53 | 858 | 0.0145 |
| clock buffer | 148 | 3080 | 0.0519 |
| tap | 1380 | 1730 | 0.0291 |
| antenna | 27 | 67.6 | 0.00114 |
Power is estimated from default activity; no workload was simulated.
