**./design.v**
```verilog
module InstructionRam(
    input  clk, rst,
    input  [ 3:0] wea,
    input  [11:0] addra,
    input  [31:0] dina ,
    output reg [31:0] douta
);
initial begin douta=0;end
reg [0:1023][31:0] ram_cell;
initial begin
    ram_cell[       0] = 32'h00404713;
    ram_cell[       1] = 32'h00404693;
    ram_cell[       2] = 32'h00e696b3;
    ram_cell[       3] = 32'h00004633;
    ram_cell[       4] = 32'h00e69533;
    ram_cell[       5] = 32'h00a505b3;
    ram_cell[       6] = 32'h000042b3;
    ram_cell[       7] = 32'h00004333;
    ram_cell[       8] = 32'h00004e33;
    ram_cell[       9] = 32'h000043b3;
    ram_cell[      10] = 32'h00e29eb3;
    ram_cell[      11] = 32'h007e8eb3;
    ram_cell[      12] = 32'h00ae8eb3;
    ram_cell[      13] = 32'h000eae83;
    ram_cell[      14] = 32'h00e39f33;
    ram_cell[      15] = 32'h006f0f33;
    ram_cell[      16] = 32'h00bf0f33;
    ram_cell[      17] = 32'h000f2f03;
    ram_cell[      18] = 32'h01eefeb3;
    ram_cell[      19] = 32'h01de0e33;
    ram_cell[      20] = 32'h00438393;
    ram_cell[      21] = 32'hfcd3cae3;
    ram_cell[      22] = 32'h00e29eb3;
    ram_cell[      23] = 32'h006e8eb3;
    ram_cell[      24] = 32'h00ce8eb3;
    ram_cell[      25] = 32'h01cea023;
    ram_cell[      26] = 32'h00430313;
    ram_cell[      27] = 32'hfad34ae3;
    ram_cell[      28] = 32'h00428293;
    ram_cell[      29] = 32'hfad2c4e3;
    ram_cell[      30] = 32'h0000006f;
end
always @ (posedge clk or posedge rst)
    if(rst)
        douta <= 0;
    else
        douta <= ram_cell[addra];
always @ (posedge clk)
    if(wea[0]) 
        ram_cell[addra][ 7: 0] <= dina[ 7: 0];
always @ (posedge clk)
    if(wea[1]) 
        ram_cell[addra][15: 8] <= dina[15: 8];
always @ (posedge clk)
    if(wea[2]) 
        ram_cell[addra][23:16] <= dina[23:16];
always @ (posedge clk)
    if(wea[3]) 
        ram_cell[addra][31:24] <= dina[31:24];
endmodule
`timescale 1ns / 1ps
module InstructionRamNoCache(    
    input  clk, rst,
    input  [31:0] addra,
    output [31:0] douta
);
wire [31:0] rdataa;
reg addra_valid_latch=1'b0;
always @ (posedge clk or posedge rst) begin
    if(rst) begin
        addra_valid_latch <= 1'b0;
    end else begin
        addra_valid_latch <= ( addra[31:14]==18'h0 );
    end
end
assign douta = addra_valid_latch ? rdataa : 0;
InstructionRam InstructionRam_inst(    
    .clk       ( clk                       ),
    .rst       ( rst                       ),
    .wea       ( 4'h0                      ),   
    .addra     ( addra[13:2]               ),
    .dina      ( 0                         ),   
    .douta     ( rdataa                    )
);
endmodule
```
**./run.sh**
```bash
#!/bin/bash
# OpenROAD 26Q1-2900-gdf79404cd8, Yosys 0.63+post, stock flow scripts
make -C /OpenROAD-flow-scripts/flow DESIGN_CONFIG=/design/flow/config.mk WORK_HOME=/design/flow/orfs finish
```
**./constraint.sdc**
```tcl
current_design InstructionRamNoCache

set clk_period 1.3
set clk_io_pct 0.2

create_clock -name clk0 -period $clk_period [get_ports {clk}]

set non_clock_inputs [all_inputs -no_clocks]
set_input_delay [expr $clk_period * $clk_io_pct] -clock clk0 $non_clock_inputs
set_output_delay [expr $clk_period * $clk_io_pct] -clock clk0 [all_outputs]
```
**./config.mk**
```make
export PLATFORM = sky130hd
export DESIGN_NAME = InstructionRamNoCache
export DESIGN_NICKNAME = InstructionRamNoCache
export VERILOG_FILES = /design/flow/design.v
export SDC_FILE = /design/flow/constraint.sdc
export NUM_CORES = 4
export LEC_CHECK = 1
export CORE_UTILIZATION = 30
```
==> results.rst <==
Run summary
-----------

.. list-table::
   :header-rows: 1

   * - Metric
     - Value
   * - Aggregate global-route resource usage
     - 19.7%
   * - Pre-Place Util
     - 31.0%
   * - Number of cells in Yosys stat
     - 223
   * - Utilization after layout
     - 56.4%
   * - Placed cell count
     - 394
   * - Number of unique standard cell types used by synthesis
     - 49
   * - Start-to-end type of the worst setup path
     - register to primary output
   * - Die Span Y
     - 80.0 um
   * - Violated checks
     - setup timing
   * - Wire length after detailed routing
     - 6090 um
   * - Async set-or-reset flop fraction in the synthesized netlist
     - 100%
   * - Largest net degree at the start of global routing
     - 28
   * - Clock Root Buffer
     - clkbuf_8
   * - Kind of start point of the critical path
     - register
   * - Hold buffer count at CTS
     - 0
   * - Sequential cell fraction of total power
     - 44.3%
   * - Primary FF master, synth
     - dfrtp_1
   * - Worst slack after detailed placement
     - -790 ps
   * - Setup repair after global routing missed its margin
     - true
   * - Post-Synthesis Cells
     - 223
   * - Maximum buffer depth of the clock tree
     - 2
   * - CTS tree
     - yes
   * - DIE WIDTH
     - 80.0 um
   * - Static leakage
     - 1.54 nW
   * - Number of iterations in the first detailed-routing pass
     - 4
   * - Fmax
     - 0.633 GHz
   * - Switching share of power
     - 28.3%
   * - Average detailed-routed wire length per instance
     - 14.6 um
   * - Final setup TNS
     - -6640 ps
   * - Total net switching power
     - 0.539 mW
   * - Type of the most critical hold path
     - input port to async pin
   * - Highest net fanout along the worst path
     - 4
   * - First-pass GRT wire length
     - 9540 um
   * - Required time reported for the critical path endpoint
     - 1040 ps
   * - Share of layout cells above drive strength 1
     - 54.8%
   * - Final setup margin
     - -279 ps
   * - Quantity of I/O buffers inserted on ports
     - 63
   * - Max-cap violation count
     - 0
   * - Post-Route Hold Slack
     - 314 ps
   * - Area share of the largest cell type after synthesis
     - 37.0%
   * - Number of synthesized flops with an enable pin
     - 0
   * - Sequential cell area
     - 677 um^2
   * - Endpoints failing setup
     - 44
   * - Number of warnings in the stage logs
     - 30
   * - Most used standard cells in the synthesized netlist
     - 27 x dfrtp_1, 26 x and2_1, 24 x a21oi_1
   * - Synthesized area divided by synthesized cell count
     - 8.19 um^2
   * - Summed standard-cell area reported by yosys
     - 0.00183 mm^2
   * - Avg Vias per Cell
     - 5.01
   * - Max transition margin
     - 80.1%
   * - Outcome
     - finished, violations left
   * - Fill cell instance count of the final layout
     - 501
   * - Biggest area cells
     - dfrtp_1 37%, and2_1 8.9%, a21oi_1 6.6%
   * - Number of standard-cell rows in the floorplan
     - 28
   * - Netlist area before placement
     - 0.00183 mm^2
   * - # clock sinks
     - 27
   * - Share of power burned in the clock network
     - 24.8%
   * - Post-route cell area
     - 0.00332 mm^2
   * - Areal power density over the cells
     - 573 mW/mm^2
   * - Internal power
     - 1.36 mW
   * - Number of antenna violations at the first check in global routing
     - 0
   * - Chip area
     - 0.00641 mm^2
   * - Critical path capture point type
     - primary output
   * - Clock-pin slew reported for the worst setup and hold paths after clock tree synthesis
     - 90 ps
   * - Iteration-0 DRC count of the detailed router
     - 92
   * - Combinational fraction of design power
     - 31.0%
   * - Post-detailed-placement half-perimeter wirelength
     - 4230 um
   * - Instance area at placement
     - 0.00290 mm^2
   * - Arrival time of data at the critical path endpoint
     - 1320 ps
   * - Count leader, synth
     - dfrtp_1
   * - Syn-to-layout area delta
     - 81.6%
   * - Transition time of the tightest slew-check pin
     - 295 ps
   * - Via count of the routed design
     - 2086
   * - Overall power of the completed layout
     - 1.90 mW
   * - Multi-input logic area
     - 0.00127 mm^2
   * - Number of nets still failing antenna checks after routing
     - 0
   * - Number of H-tree levels
     - 1
   * - I/O pin cnt
     - 66
   * - DRC viols
     - 0
   * - Vias in the first global route
     - 1952
   * - Number of buffers added by the clock tree synthesis step
     - 3
   * - Leading area contributor after synthesis
     - dfrtp_1
   * - Total inserted antenna cells
     - 0
   * - Time the final worst path needs with I/O delays and setup
     - 1580 ps
   * - Post-synthesis sequential element count
     - 27
   * - Core region area
     - 0.00589 mm^2
   * - Total count of hold-check failures in the final report
     - 0
   * - Post-layout period usage of the worst path
     - 121%
   * - Worst IR Drop VDD
     - 0.339 mV
   * - Remaining global-route overflow
     - 0
   * - Max-slew violation count
     - 0
   * - Synthesis warning total
     - 32800
   * - Cell Count, Final, Fillers Out
     - 416
   * - Sequential fraction of the synthesis area
     - 37.0%
   * - Routability congestion estimate
     - 0.896
what timing repair did:
item / CTS / global route
buffers inserted: 5 / 9
resized: 112 / 95
pin swaps: 11 / 8
gates cloned: 4 / 1
endpoints found under the setup margin: 58 / 56
power groups by stage:
stage                 clock [mW]  combinational (mW)  sequential [mW]
after CTS                  0.482               0.574            0.842
final                      0.470               0.588            0.842
after global routing       0.517               0.635            0.843
kinds of logic after synthesis:
kind of cell | share of synthesized area [%]
AND/OR/NAND/NOR | 31.6
AND-OR/OR-AND | 21.3
buffers and inverters | 8.15
flip-flops | 37.0
XOR/XNOR | 1.44
multiplexers | 0.548
worst max-delay path: stages, from the launching register on:
cell and delay [ps]:
dfrtp_2 470, clkbuf_16 160, buf_6 110, buf_6 100
and2_4 120, clkbuf_2 80
final cells by class:
cell class | count | area share (%)
multi-input cells | 167 | 38.4
repair buffers | 139 | 36.6
flip-flops and latches | 27 | 20.4
well taps | 75 | 2.83
clock buffers | 4 | 1.36
inverters | 4 | 0.453
cell usage in the layout (no fill, tap or decap), types with 4 or more instances in the layout:
| cell | Yosys | final |
|---|---|---|
| a21oi_1 | 24 | 16 |
| nor3_2 | 2 | 4 |
| o21ai_0 | 13 | 9 |
| clkbuf_2 | 0 | 24 |
| nor2_1 | 12 | 10 |
| a21oi_2 | 0 | 8 |
| buf_12 | 0 | 4 |
| and2_4 | 0 | 26 |
| nor3_1 | 8 | 5 |
| buf_4 | 6 | 47 |
| o21ai_1 | 1 | 4 |
| buf_2 | 5 | 11 |
| clkdlybuf4s50_1 | 0 | 21 |
| nand2_1 | 13 | 12 |
| dfrtp_1 | 27 | 26 |
| nand2b_1 | 7 | 4 |
| nand3_1 | 11 | 10 |
| buf_6 | 1 | 26 |
flip-flops by register name, summed over array words and instances (netlist names):
signal and count:
InstructionRam_inst.douta 26, addra_valid_latch 1
path summary, 6_finish.rpt:
path	slack, ps	to	startpoint
hold / removal	310	InstructionRam_inst.douta[6]	rst
max in group asynchronous	820	addra_valid_latch	rst
min in group clk0	390	InstructionRam_inst.douta[10]	addra[9]
setup / recovery	-280	douta[6]	addra_valid_latch
per-layer routing:
metal  vias to the layer above  wire length, um  track usage [%]
met5                         -                0                0
met4                         0              108             3.21
met3                         9              427             1.28
met2                        80             2770             32.5
met1                       974             2790             29.5
li1                       1023                -                -
Power and IR drop assume default switching activity.
